==> /design/flow/design.v <==
`timescale 1ns / 1ps
module EM(
    input wire clk,
    input wire en,
    input wire rst,
    input wire [31:0] PC_E,
    input wire [31:0] INSTR_E,
    input wire [31:0] RD1_E,
    input wire [31:0] RD2_E,
    input wire [31:0] EXT_OUT_E,
	input wire [31:0] ALU_OUT_E,
	input wire [31:0] MUDI_OUT_E, 
    input wire [0:0] LW_E,
    input wire [0:0] SW_E,
    input wire [4:0] A3_E,
    input wire [2:0] WD_SEL_E,
    input wire [0:0] WE_E,
	input wire [1:0] Tnew_E,
    output reg [31:0] PC_M,
    output reg [31:0] INSTR_M,
    output reg [31:0] RD1_M,
    output reg [31:0] RD2_M,
    output reg [31:0] EXT_OUT_M,
	output reg [31:0] ALU_OUT_M,
	output reg [31:0] MUDI_OUT_M, 
    output reg [4:0] A3_M,
    output reg [2:0] WD_SEL_M,
    output reg [0:0] WE_M,
    output reg [0:0] LW_M,
    output reg [0:0] SW_M,
	output reg [1:0] Tnew_M
    );
	initial begin
		RD1_M = 0;
			RD2_M = 0;
			EXT_OUT_M = 0;
			ALU_OUT_M = 0;
			MUDI_OUT_M = 0;
			PC_M = 0;
			INSTR_M = 0;
			A3_M = 0;
			WD_SEL_M = 0;
			WE_M = 0;
			SW_M = 0;
			LW_M = 0;
			Tnew_M = 0;
	end
	always @(posedge clk) begin
		if(rst == 1) begin
			RD1_M <= 0;
			RD2_M <= 0;
			EXT_OUT_M <= 0;
			ALU_OUT_M <= 0;
			MUDI_OUT_M <= 0;
			PC_M <= 0;
			INSTR_M <= 0;
			A3_M <= 0;
			WD_SEL_M <= 0;
			WE_M <= 0;
			SW_M <= 0;
			LW_M <= 0;
			Tnew_M <= 0;
		end
		else if (en == 1) begin
			RD1_M <= RD1_E;
			RD2_M <= RD2_E;
			EXT_OUT_M <= EXT_OUT_E;
			ALU_OUT_M <= ALU_OUT_E;
			MUDI_OUT_M <= MUDI_OUT_E;
			PC_M <= PC_E;
			INSTR_M <= INSTR_E;
			A3_M <= A3_E;
			WD_SEL_M <= WD_SEL_E;
			WE_M <= WE_E;
			SW_M <= SW_E;
			LW_M <= LW_E;
			if(Tnew_E >= 1)
				Tnew_M <= Tnew_E -1;
			else 
				Tnew_M <= Tnew_E;
		end
		else begin
			RD1_M <= RD1_M;
			RD2_M <= RD2_M;
			EXT_OUT_M <= EXT_OUT_M;
			ALU_OUT_M <= ALU_OUT_M;
			MUDI_OUT_M <= MUDI_OUT_M;
			PC_M <= PC_M;
			INSTR_M <= INSTR_M;
			A3_M <= A3_M;
			WD_SEL_M <= WD_SEL_M;
			WE_M <= WE_M;
			SW_M <= SW_M;
			LW_M <= LW_M;
			Tnew_M <= Tnew_M;
		end
	end
endmodule
`default_nettype none
==> /design/flow/run.sh <==
#!/bin/bash
# OpenROAD 26Q1-2900-gdf79404cd8, Yosys 0.63+post, stock flow scripts
make -C /OpenROAD-flow-scripts/flow DESIGN_CONFIG=/design/flow/config.mk WORK_HOME=/design/flow/orfs finish
==> /design/flow/config.mk <==
export PLATFORM = sky130hd
export DESIGN_NAME = EM
export DESIGN_NICKNAME = EM
export VERILOG_FILES = /design/flow/design.v
export SDC_FILE = /design/flow/constraint.sdc
export NUM_CORES = 4
export LEC_CHECK = 1
export CORE_AREA = 10 10 256 256
export DIE_AREA = 0 0 266 266
==> /design/flow/constraint.sdc <==
current_design EM

set clk_period 1.1
set clk_io_pct 0.2

create_clock -name clk0 -period $clk_period [get_ports {clk}]

set non_clock_inputs [all_inputs -no_clocks]
set_input_delay [expr $clk_period * $clk_io_pct] -clock clk0 $non_clock_inputs
set_output_delay [expr $clk_period * $clk_io_pct] -clock clk0 [all_outputs]
==> Flow_metrics.wiki <==
=== Synthesis and place and route ===
{| class="wikitable"
! Metric !! Value
|-
| Run status || finished with violations
|-
| Violations in the final reports || setup timing
|-
| Number of nets with antenna violations after detailed routing || 0
|-
| Endpoint type of the worst setup path || output port
|-
| Remaining global-route overflow || 0
|-
| Crit path cell chain || buf_6
|-
| Row count || about 90
|-
| Number of placed I/O pins || roughly 480
|-
| Die x size || between 200 and 300 um
|-
| Worst slew pin tran || roughly 0.16 ns
|-
| Highest clock frequency the design can meet || 814 MHz
|-
| Synth Instances || 766
|-
| Total negative setup slack || -21.64 ns
|-
| MI comb area || roughly 0.0033 mm^2
|-
| Cell taking the most area after synthesis || sky130_fd_sc_hd__dfxtp_1
|-
| Last weighted congestion value of the routability-driven placer || between 0.8 and 0.9
|-
| Number of synthesized flops with an enable pin || 0
|-
| Placed Cells incl. Taps || between 2k and 2.5k
|-
| Area of the synthesized netlist per yosys stat || 0.00851 mm^2
|-
| Sequential fraction of the synthesis area || ~56%
|-
| Number of buffers inserted during clock tree synthesis || 27
|-
| Post-synth design cell area || 0.00851 mm^2
|-
| Final Hold Viols || 0
|-
| Detailed placer's ending HPWL || about 24000 um
|-
| Arrival @ worst endpoint || 1.01 ns
|-
| Number of antenna violations at the first check in global routing || 1
|-
| CTS tree || yes
|-
| Yosys warns || 1
|-
| DIE AREA || approximately 0.071 mm^2
|-
| Number of clock sinks || between 200 and 250
|-
| Type of the worst min-delay path || in2reg
|-
| Setup repair after global routing missed its margin || true
|-
| Post-layout instance area || 0.0146 mm^2
|-
| Top cells by area, synth || sky130_fd_sc_hd__dfxtp_1, sky130_fd_sc_hd__mux2i_1, sky130_fd_sc_hd__nor2_1
|-
| Mean instance size in the synthesized netlist || between 10 and 15 um^2
|-
| List of most frequent post-synthesis cells || sky130_fd_sc_hd__dfxtp_1, sky130_fd_sc_hd__mux2i_1, sky130_fd_sc_hd__nor2_1
|-
| Starting DRC count in detailed routing || between 200 and 250
|-
| Final Max Slew Viols || 0
|-
| Worst setup path class || reg2out
|-
| Setup slack of the critical path after layout || -0.129 ns
|-
| Maximum net fanout on the critical path || 2
|-
| Worst vdd ir || roughly 1300 uV
|-
| Instance area at placement || roughly 0.014 mm^2
|-
| Fraction of final layout cells sized beyond drive strength 1 || approximately 44%
|-
| Buffers & Inverters on Critical Path || 1
|-
| Layout Skew || 0 ns
|-
| Setup violators final || ~240
|-
| Leakage power summed over all cells || 6.80 nW
|-
| Routed WL per cell || ~15 um
|-
| Clock tree buffer depth || 3
|-
| Top-count cell post-synth || sky130_fd_sc_hd__dfxtp_1
|-
| Period Utilization, post-route || 112%
|-
| Via count of the first global-routing pass || 7611
|-
| Type of origin of the critical path || flop
|-
| Main flop type || sky130_fd_sc_hd__dfxtp_1
|-
| Share of Yosys cell area claimed by the top area cell type || a little under three fifths
|-
| Via density per instance || between 3 and 4
|-
| Footprint of the flip-flops and latches || about 0.005 mm^2
|-
| Cell family contributing the most delay on the critical path || flip-flops
|-
| Detailed Route WL || approximately 31000 um
|-
| DRC violation count after routing || 0
|-
| CTS root buffer || sky130_fd_sc_hd__clkbuf_16
|-
| Clock transition at the registers of the reported paths || roughly 0.06 ns
|-
| Worst hold margin || 0.113 ns
|-
| P per Cell Area || roughly 1500 mW/mm^2
|-
| Cells in synth_stat.txt || between 700 and 800
|-
| Total power || approximately 0.021 W
|-
| Clock latency of the later-clocked register in the worst-skew pair || approximately 0.54 ns
|-
| Post-layout instance count excluding filler cells || around 2.1k
|-
| Ys async rst share || 0%
|-
| Core Density at Floorplan || between 10% and 20%
|-
| Unique cell types || 13
|-
| OpenROAD warning count || 27
|-
| Data required time at the worst endpoint || a little under 0.9 ns
|-
| Count of input and output buffers || 476
|-
| Iteration count of the initial detailed-routing pass || 6
|-
| Maximum level of the CTS H-tree || 1
|-
| Via total after detailed routing || just over 7k
|-
| Worst slew margin relative to its limit || between 80 and 90%
|-
| Min cycle time layout || between 1 and 1.5 ns
|-
| Maximum number of pins on one net before global-route repair || 37
|-
| Crit-path max cell delay || 0.36 ns
|-
| Cell with the largest stage delay on the worst path || sky130_fd_sc_hd__dfxtp_4
|-
| Global routing usage summed across all routing layers || ~8.5%
|-
| Layout Area Growth over Synthesis || 71.1%
|-
| Filler cell count || 6347
|-
| Wire length of the first global-routing pass || around 47000 um
|-
| CORE AREA || roughly 0.060 mm^2
|-
| Die Y || 266 um
|-
| Ys flops || between 200 and 250
|-
| Number of max-capacitance violations reported || 0
|}
-- kinds of logic (layout without fill, tap and decap cells) --
| group | Yosys count | count (layout) | synth area share, % |
|---|---|---|---|
| buffers and inverters | 53 | 580 | 5.79 |
| multiplexers | 235 | 235 | 27.7 |
| AND/OR/NAND/NOR | 239 | 239 | 10.7 |
| AND-OR/OR-AND | 2 | 2 | 0.118 |
| flip-flops | 237 | 237 | 55.8 |
| other | 0 | 1 | 0 |
-- per-stage QoR --
| step | util, % | setup WS, ns |
|---|---|---|
| after floorplan | - | 0.0977 |
| after global placement | 23.7 | -0.0460 |
| after detailed placement | 23.7 | -0.0364 |
| after CTS | 24.0 | -0.193 |
| after global routing | 24.2 | -0.190 |
| final | 24.2 | -0.129 |
-- metal layers --
layer,share of wire (%),global-route usage [%],vias up,wire length [um]
met4,2.4,1.82,0,764
li1,-,-,3537,-
met3,13,4.05,42,3970
met5,0,0,-,0
met1,39,9.89,3283,12100
met2,46,14.2,343,14600
-- final cells by class --
cell class,count,area share (%)
well taps,782,6.72
flip-flops and latches,237,34.6
diodes,1,0.0172
clock buffers,42,5.65
repair buffers,531,30.1
multi-input cells,476,22.5
clock inverters,7,0.456
-- cells in the final DEF (no fill, tap or decap) --
| cell type | Yosys | final |
|---|---|---|
| sky130_fd_sc_hd__clkdlybuf4s50_1 | 0 | 237 |
| sky130_fd_sc_hd__dfxtp_2 | 0 | 236 |
| sky130_fd_sc_hd__mux2i_1 | 235 | 235 |
| sky130_fd_sc_hd__nor2_1 | 235 | 235 |
| sky130_fd_sc_hd__buf_2 | 5 | 201 |
| sky130_fd_sc_hd__buf_4 | 3 | 42 |
| sky130_fd_sc_hd__buf_6 | 1 | 37 |
| sky130_fd_sc_hd__clkbuf_16 | 0 | 27 |
| sky130_fd_sc_hd__buf_12 | 2 | 12 |
| sky130_fd_sc_hd__clkbuf_8 | 0 | 9 |
| sky130_fd_sc_hd__clkbuf_1 | 21 | 6 |
| sky130_fd_sc_hd__clkinv_2 | 0 | 4 |
| sky130_fd_sc_hd__nand2b_1 | 2 | 2 |
| sky130_fd_sc_hd__a21oi_1 | 2 | 2 |
| sky130_fd_sc_hd__diode_2 | 0 | 1 |
| sky130_fd_sc_hd__dfxtp_4 | 0 | 1 |
| sky130_fd_sc_hd__nand3b_1 | 1 | 1 |
| sky130_fd_sc_hd__nand3_1 | 1 | 1 |
| sky130_fd_sc_hd__bufinv_16 | 0 | 1 |
| sky130_fd_sc_hd__clkinv_4 | 0 | 1 |
| sky130_fd_sc_hd__clkinvlp_4 | 0 | 1 |
| sky130_fd_sc_hd__dlygate4sd3_1 | 0 | 1 |
| sky130_fd_sc_hd__buf_8 | 21 | 1 |
-- registers in the layout, indices dropped and copies added, names as in the netlist --
name,count
ALU_OUT_M,32
EXT_OUT_M,32
INSTR_M,32
MUDI_OUT_M,32
PC_M,32
RD1_M,32
RD2_M,32
A3_M,5
WD_SEL_M,3
Tnew_M,2
LW_M,1
SW_M,1
WE_M,1
-- path summary, 6_finish.rpt --
check	start	end	slack (ns)	depth (start not counted)
hold reg to reg	Tnew_M[1]	Tnew_M[1]	0.47	2
setup / recovery	RD1_M[7]	RD1_M[7]	-0.13	1
hold / removal	en	EXT_OUT_M[12]	0.11	4
setup reg to reg	ALU_OUT_M[18]	ALU_OUT_M[18]	0.35	3
-- power by group --
part / internal (W) / total, W / switching [W]
sequential: 0.00920 / 0.00945 / 0.000254
clock: 0.00533 / 0.00898 / 0.00365
combinational: 0.00182 / 0.00283 / 0.00101
-- repair_timing --
item,in CTS,in global routing
setup buffers,5,4
pin swaps,0,0
hold buffers,1,0
endpoints found under the hold margin,3,0
endpoints found under the setup margin,237,237
resized,1040,17
Power and IR drop assume default switching activity.
