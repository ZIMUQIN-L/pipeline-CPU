$ cat flow/design.v
`timescale 1ns / 1ps
module ALU(
    input wire [31:0] A,
    input wire [31:0] B,
    input wire [3:0] ALU_SEL,
    output wire[31:0] ALU_OUT
    );
	assign ALU_OUT = (ALU_SEL == 4'b0000) ? A + B:
	                 (ALU_SEL == 4'b0001) ? A - B:
					 (ALU_SEL == 4'b0010) ? A & B:
					 (ALU_SEL == 4'b0011) ? A | B:
					 (ALU_SEL == 4'b0100) ? A ^ B:
					 (ALU_SEL == 4'b0101) ? (~(A | B)):
					 (ALU_SEL == 4'b0110) ? ($signed(A) < $signed(B)):
					 (ALU_SEL == 4'b0111) ? (A < B):
					 (ALU_SEL == 4'b1000) ? (A << B[4:0]):
					 (ALU_SEL == 4'b1001) ? (A >> B[4:0]):
					 (ALU_SEL == 4'b1010) ? $signed($signed(A) >>> B[4:0]):
					 0;
endmodule
$ cat flow/run.sh
#!/bin/bash
# OpenROAD 26Q1-2900-gdf79404cd8, Yosys 0.63+post, stock flow scripts
make -C /OpenROAD-flow-scripts/flow DESIGN_CONFIG=/design/flow/config.mk WORK_HOME=/design/flow/orfs finish
$ cat flow/config.mk
export PLATFORM = sky130hd
export DESIGN_NAME = ALU
export DESIGN_NICKNAME = ALU
export VERILOG_FILES = /design/flow/design.v
export SDC_FILE = /design/flow/constraint.sdc
export NUM_CORES = 4
export LEC_CHECK = 1
export CORE_UTILIZATION = 30
$ cat flow/constraint.sdc
current_design ALU

set clk_period 15.9
set clk_io_pct 0.2

create_clock -name clk0 -period $clk_period

set non_clock_inputs [all_inputs -no_clocks]
set_input_delay [expr $clk_period * $clk_io_pct] -clock clk0 $non_clock_inputs
set_output_delay [expr $clk_period * $clk_io_pct] -clock clk0 [all_outputs]
==> flow_results.xml <==
<?xml version="1.0" encoding="UTF-8"?>
<metrics>
  <group name="run_status">
    <metric name="run_status" unit="">finished clean</metric>
  </group>
  <group name="global_routing">
    <metric name="globalRouteTotalUtil" unit="">0.282</metric>
    <metric name="global_route_wire_length_before_repair" unit="um">65200</metric>
    <metric name="grt_max_degree" unit="">77</metric>
    <metric name="number_of_antenna_violations_at_the_first_check_in_global_routing" unit="">1</metric>
    <metric name="grt_remaining_overflow" unit="">0</metric>
    <metric name="via_count_of_the_first_global_routing_pass" unit="">10485</metric>
  </group>
  <group name="timing">
    <metric name="layout_min_cycle_time" unit="ns">10.92</metric>
    <metric name="timing.setup.tns" unit="ns">0</metric>
    <metric name="rsz0062_at_grt" unit="">no</metric>
    <metric name="min_period_over_period" unit="">0.687</metric>
    <metric name="timing.slew.headroom" unit="">0.300</metric>
    <metric name="clock.fmax" unit="MHz">91.6</metric>
    <metric name="maxSlewViolCount" unit="">0</metric>
    <metric name="finalHoldViolCount" unit="">0</metric>
    <metric name="hold_slack" unit="ns">7.51</metric>
    <metric name="tightestPinTransition" unit="ns">1.04</metric>
    <metric name="setup_viol" unit="">0</metric>
  </group>
  <group name="flow_run">
    <metric name="openroad.warnings" unit="">97</metric>
    <metric name="timing.max_cap.violations" unit="">0</metric>
  </group>
  <group name="routing">
    <metric name="initialDrtViolationCount" unit="">1322</metric>
    <metric name="detailed_route_drc_error_count" unit="">0</metric>
    <metric name="avgRoutedWirePerCell" unit="um">24.0</metric>
    <metric name="vias_per_cell" unit="">6.22</metric>
    <metric name="routed_wirelength" unit="um">43600</metric>
    <metric name="final_antenna_net_count" unit="">0</metric>
    <metric name="dr.pass1.iters" unit="">5</metric>
    <metric name="route.antenna.diode_count" unit="">0</metric>
    <metric name="route.vias.total" unit="">11277</metric>
  </group>
  <group name="final_layout">
    <metric name="layout.clock_buffers" unit="">0</metric>
    <metric name="layout.sequential_cells" unit="">0</metric>
    <metric name="layout_top_cell_excl_fill_tap" unit="">sky130_fd_sc_hd__nor2_1</metric>
    <metric name="layout.cells.most_common_list" unit="">sky130_fd_sc_hd__nor2_1 (183), sky130_fd_sc_hd__a21oi_1 (177), sky130_fd_sc_hd__o21ai_0 (118)</metric>
    <metric name="seqCellArea" unit="um^2">0</metric>
    <metric name="layout.filler_cells" unit="">3212</metric>
    <metric name="finish.utilization" unit="">0.345</metric>
    <metric name="syn2layout_area_growth" unit="%">13.2</metric>
    <metric name="drive_above_1_share" unit="">0.0653</metric>
    <metric name="finish.cell_count_without_fillers" unit="">1814</metric>
  </group>
  <group name="logic_synthesis">
    <metric name="top_cell_area_share" unit="">0.135</metric>
    <metric name="synth.yosys.chip_area" unit="um^2">9010</metric>
    <metric name="ys_sh_aoi" unit="">0.423</metric>
    <metric name="yosysCellCount" unit="">1410</metric>
    <metric name="syn_area_per_cell" unit="um^2">6.39</metric>
    <metric name="yosys.area_share.xor_xnor" unit="">0.00681</metric>
    <metric name="synth-seq-area-share" unit="">0</metric>
    <metric name="synthMuxAreaShare" unit="">0.131</metric>
    <metric name="largest_area_cell" unit="">sky130_fd_sc_hd__ha_1</metric>
    <metric name="post_synth_and_or_nand_nor_area_fraction" unit="">0.202</metric>
    <metric name="mappedNetlistArea" unit="um^2">9010</metric>
    <metric name="topCellsByArea" unit="">sky130_fd_sc_hd__ha_1 (13%), sky130_fd_sc_hd__a21oi_1 (9.8%), sky130_fd_sc_hd__nor2_1 (7.7%)</metric>
    <metric name="ys_types" unit="">85</metric>
    <metric name="ys_warn_count" unit="">0</metric>
    <metric name="synth-adder-area-share" unit="">0.139</metric>
    <metric name="post_synth_inst_count" unit="">1410</metric>
    <metric name="synth.comb.largest_family" unit="">AND-OR/OR-AND gates</metric>
  </group>
  <group name="place">
    <metric name="dp_hpwl" unit="um">33700</metric>
    <metric name="gp_congestion" unit="">1.02</metric>
    <metric name="place_inst" unit="">1814</metric>
    <metric name="io_buffer_count" unit="">100</metric>
  </group>
  <group name="critical_path">
    <metric name="worst_setup_path_start_kind" unit="">primary input</metric>
    <metric name="critical_path_arrival" unit="ns">7.74</metric>
    <metric name="criticalPathCategory" unit="">primary input to output pin</metric>
    <metric name="worstPathRequired" unit="ns">12.72</metric>
    <metric name="crit_path_end_kind" unit="">output pin</metric>
    <metric name="timing.critical_path.from" unit="">B[2]</metric>
    <metric name="timing.critical_path.fanout_max" unit="">57</metric>
  </group>
  <group name="clocking">
    <metric name="holdBufCountCts" unit="">0</metric>
    <metric name="post_cts_resized" unit="">0</metric>
    <metric name="cts.repair_timing.setup_buffer_count" unit="">0</metric>
  </group>
  <group name="power_and_ir_drop">
    <metric name="power.density" unit="nW/um^2">37.0</metric>
    <metric name="irDropWorstVdd" unit="uV">20.5</metric>
    <metric name="power.total" unit="mW">0.377</metric>
    <metric name="power.static_leakage" unit="nW">4.19</metric>
  </group>
  <group name="worst_hold_path">
    <metric name="worst_hold_path_type" unit="">primary input to output pin</metric>
    <metric name="startpoint_of_the_most_critical_hold_path" unit="">B[3]</metric>
  </group>
  <group name="floorplanning">
    <metric name="fp.coreArea" unit="um^2">29600</metric>
    <metric name="initial_utilization" unit="">0.305</metric>
    <metric name="design.die.area" unit="um^2">30700</metric>
    <metric name="floorplan.die.height" unit="um">175</metric>
    <metric name="ios" unit="">100</metric>
    <metric name="die-width" unit="um">175</metric>
    <metric name="placement_rows" unit="">63</metric>
  </group>
</metrics>
cells by family (layout without fill, tap and decap cells):
kind of cell    count (synthesis)  in the layout
fa+ha+maj                      99             99
xor+xnor                        7              7
mux                            92             92
compound gates                582            582
buf+inv                       217            231
simple gates                  413            413
worst max-delay path, cell delays in order:
cell and delay (ns):
sky130_fd_sc_hd__buf_2 0.09, sky130_fd_sc_hd__buf_4 0.29, sky130_fd_sc_hd__inv_2 0.09, sky130_fd_sc_hd__buf_4 0.55
sky130_fd_sc_hd__ha_1 0.43, sky130_fd_sc_hd__or2_0 0.27, sky130_fd_sc_hd__a221oi_1 0.42, sky130_fd_sc_hd__o221ai_1 0.26
sky130_fd_sc_hd__a21oi_1 0.42, sky130_fd_sc_hd__a221o_1 0.34, sky130_fd_sc_hd__a221oi_2 0.12, sky130_fd_sc_hd__o21bai_1 0.24
sky130_fd_sc_hd__a21oi_1 0.15, sky130_fd_sc_hd__and2_1 0.17, sky130_fd_sc_hd__o31a_1 0.26, sky130_fd_sc_hd__clkdlybuf4s50_1 0.39
layout make-up:
cell class | instances | area, um^2 | area share
Inverter | 103 | 387 | 0.0379
Tap cell | 390 | 488 | 0.0479
Timing Repair Buffer | 128 | 1180 | 0.116
Multi-Input combinational cell | 1193 | 8130 | 0.798
Yosys cell counts, types with 5 or more instances:
cell and instances:
sky130_fd_sc_hd__o311a_1 7, sky130_fd_sc_hd__xnor2_1 6, sky130_fd_sc_hd__nor4_1 6, sky130_fd_sc_hd__mux4_2 19, sky130_fd_sc_hd__nand4_1 6, sky130_fd_sc_hd__a22oi_1 13
sky130_fd_sc_hd__nor2_1 184, sky130_fd_sc_hd__inv_1 100, sky130_fd_sc_hd__a21oi_1 177, sky130_fd_sc_hd__a211oi_1 29, sky130_fd_sc_hd__and2_1 5, sky130_fd_sc_hd__o21bai_1 13
sky130_fd_sc_hd__o221ai_1 10, sky130_fd_sc_hd__nand3_1 13, sky130_fd_sc_hd__o21ai_0 118, sky130_fd_sc_hd__o21a_1 10, sky130_fd_sc_hd__o22ai_1 37, sky130_fd_sc_hd__buf_2 14
sky130_fd_sc_hd__mux2i_1 55, sky130_fd_sc_hd__nand2_1 112, sky130_fd_sc_hd__nand2b_1 19, sky130_fd_sc_hd__o211ai_1 17, sky130_fd_sc_hd__buf_1 19, sky130_fd_sc_hd__a21o_1 19
sky130_fd_sc_hd__or3_1 5, sky130_fd_sc_hd__clkbuf_1 69, sky130_fd_sc_hd__a211o_1 5, sky130_fd_sc_hd__a221oi_1 23, sky130_fd_sc_hd__ha_1 97, sky130_fd_sc_hd__mux2_2 17
sky130_fd_sc_hd__nor3_1 33, sky130_fd_sc_hd__o2111ai_1 9, sky130_fd_sc_hd__a31oi_1 14, sky130_fd_sc_hd__o31ai_1 7, sky130_fd_sc_hd__nor2b_1 10, sky130_fd_sc_hd__a221o_1 12
sky130_fd_sc_hd__buf_4 9, sky130_fd_sc_hd__a311oi_1 8
report_power, final:
part / total (mW) / switching (mW) / internal, mW
logic: 0.377 / 0.232 / 0.146
clock network: 0 / 0 / 0
registers: 0 / 0 / 0
total: 0.377 / 0.232 / 0.146
routing by layer:
layer	up-vias	routed length, um	GRT usage
met3	84	4520	0.0625
met1	5323	18700	0.401
met2	599	19100	0.432
li1	5269	-	-
met4	2	1250	0.0732
met5	-	13	0
final timing paths:
path,end,cells past startpoint
setup / recovery,ALU_OUT[28],16
hold / removal,ALU_OUT[4],5
per-stage QoR:
stage	instance area, um^2	setup slack, ns
final	10200	4.98
after global routing	10200	4.67
after CTS	10200	5.05
after detailed placement	10200	5.05
after global placement	10200	5.06
after floorplan	9010	6.10
