`flow/config.mk`:
```
export PLATFORM = sky130hd
export DESIGN_NAME = MW
export DESIGN_NICKNAME = MW
export VERILOG_FILES = /design/flow/design.v
export SDC_FILE = /design/flow/constraint.sdc
export NUM_CORES = 4
export LEC_CHECK = 1
export CORE_AREA = 10 10 273 273
export DIE_AREA = 0 0 283 283
```
`flow/constraint.sdc`:
```
current_design MW

set clk_period 1.1
set clk_io_pct 0.2

create_clock -name clk0 -period $clk_period [get_ports {clk}]

set non_clock_inputs [all_inputs -no_clocks]
set_input_delay [expr $clk_period * $clk_io_pct] -clock clk0 $non_clock_inputs
set_output_delay [expr $clk_period * $clk_io_pct] -clock clk0 [all_outputs]
```
`flow/design.v`:
```
`timescale 1ns / 1ps
module MW(
    input wire clk,
    input wire rst,
    input wire en,
    input wire [4:0] A3_M,
    input wire [31:0] DM_OUT_M,
    input wire [31:0] ALU_OUT_M,
    input wire WE_M,
    input wire [31:0] PC_M,
    input wire [31:0] INSTR_M,
	input wire [1:0] Tnew_M,
	input wire [31:0] MUDI_OUT_M, 
    output reg [4:0] A3_W,
    output reg [31:0] DM_OUT_W,
    output reg [31:0] ALU_OUT_W,
    output reg WE_W,
    output reg [31:0] PC_W,
    output reg [31:0] INSTR_W,
    input wire [2:0] WD_SEL_M,
    output reg [2:0] WD_SEL_W,
	output reg [31:0] MUDI_OUT_W,
    input wire [31:0] EXT_OUT_M,
    output reg [31:0] EXT_OUT_W,
	output reg [1:0] Tnew_W
    );
	initial begin
			A3_W = 0;
			DM_OUT_W = 0;
			ALU_OUT_W = 0;
			WE_W = 0;
			PC_W = 0;
			INSTR_W = 0;
			WD_SEL_W = 0;
			EXT_OUT_W = 0;
			MUDI_OUT_W = 0;
			Tnew_W = 0;
	end
	always @(posedge clk) begin
		if (rst == 1)begin
			A3_W <= 0;
			DM_OUT_W <= 0;
			ALU_OUT_W <= 0;
			WE_W <= 0;
			PC_W <= 0;
			INSTR_W <= 0;
			WD_SEL_W <= 0;
			EXT_OUT_W <= 0;
			MUDI_OUT_W <= 0;
			Tnew_W <= 0;
		end
		else if(en == 1) begin
			A3_W <= A3_M;
			DM_OUT_W <= DM_OUT_M;
			ALU_OUT_W <= ALU_OUT_M;
			WE_W <= WE_M;
			PC_W <= PC_M;
			INSTR_W <= INSTR_M;
			WD_SEL_W <= WD_SEL_M;
			EXT_OUT_W <= EXT_OUT_M;
			MUDI_OUT_W <= MUDI_OUT_M;
			if(Tnew_M >= 1)
				Tnew_W <= Tnew_M - 1;
			else
				Tnew_W <= Tnew_M;
		end
		else begin
			A3_W <= A3_W;
			DM_OUT_W <= DM_OUT_W;
			ALU_OUT_W <= ALU_OUT_W;
			WE_W <= WE_W;
			PC_W <= PC_W;
			INSTR_W <= INSTR_W;
			WD_SEL_W <= WD_SEL_W;
			EXT_OUT_W <= EXT_OUT_W;
			MUDI_OUT_W <= MUDI_OUT_W;
			Tnew_W <= Tnew_W;
		end
	end
endmodule
`default_nettype none
```
`flow/run.sh`:
```
#!/bin/bash
# OpenROAD 26Q1-2900-gdf79404cd8, Yosys 0.63+post, stock flow scripts
make -C /OpenROAD-flow-scripts/flow DESIGN_CONFIG=/design/flow/config.mk WORK_HOME=/design/flow/orfs finish
```
==> flow_summary.ini <==
; flow metrics
[grt]
grt_start_max_net_pins = 46
grt_pass1_wl_mm = 40.0
grt_pass1_vias = 6321
antenna_found_initial = 0
grt.total_usage = 0.0637
gr-total-overflow = 0

[routing]
antenna_left = 0
wirelength_mm = 26.9
vias = 6122
first_pass_iters = 4
drtIter0Drc = 150
wl_per_cell_um = 13.2
num_antenna_cells = 0
route.detailed.drc = 0
vias_per_cell = 2.99

[layout]
n_fill_cell = 7487
flop_area_sq_um = 4320
design_area_sq_um = 12800
syn2layout_area_growth_pct = 76.5
layout-drive-gt1-share = 0.448
mi_logic_area_sq_um = 2800

[yosys]
postSynthSeqShare = 0.562
ff_type = dfxtp_1
ys_chip_area_sq_um = 7230
numSynthFlops = 203
avgSynthCellArea_sq_um = 11.0
common_cells = dfxtp_1, mux2i_1, nor2_1
area_leaders = dfxtp_1, mux2i_1, nor2_1
synth.most_common_cell = dfxtp_1
yosys.area.top_type_share = 0.562
synth.distinct_cells = 13
synthesis.area_sq_um = 7230
yosys-stat-cells = 657
largest_area_cell = dfxtp_1
async_reset_ff_frac = 0
edf_count = 0
synth_cells = 657
ys_warn_count = 1

[job]
stage_log_warnings = 27
cap_violations = 0

[pwr]
irDropWorstVdd_mv = 1.09
p_leak_uw = 0.00585
finalPower_uw = 17900
p_per_area_nw_per_um2 = 1400

[outcome]
violations = setup timing
status = finished, violations left

[floorplanning]
core-area_sq_um = 68600
ios = 409
rows = 96
fp_util = 0.105
chipArea_sq_um = 80100
die_w_um = 283
dieHeight_um = 283

[clock_network]
holdBufCountCts = 0
clk_pin_slew_ps = 60
clk_latency_ps = 530
cts_max_path_buffers = 3
cts.sinks = 203
cts_htree_levels = 1
cts_buffers = 25
tritoncts = done
root_buffer = clkbuf_16

[sta]
fin_crit_ps = 1210
maxSlewHeadroom = 0.760
finalClockPeriodUsage = 1.10
setup_viol = 203
skew_ps = 0
worst_pin_slew_ps = 360
fin_ws_ps = -114
fmax_mhz = 824
hold_viol = 0
final_max_slew_viol_count = 0
rsz0062_at_grt = yes

[min_path]
holdCritPathClass = in2reg
hp-start = rst
min_to = MUDI_OUT_W[1]
hold_path_depth = 3

[critical_path]
max_stage_delay_ps = 360
reg2reg_depth = 4
crit_buf_inv = 1
cp_slowest_cell = dfxtp_4
cp-start-kind = flop
critPathMaxFanout = 2
cp_cell_sequence = buf_6
timing.rr.end = MUDI_OUT_W[4]
critPathKind = reg2out
worstReg2RegStart = MUDI_OUT_W[4]
cp.arrival_ps = 990
cp_top_family = flip-flops
cp.required_ps = 880
rrSetupSlack_ps = 260
crit_path_end_kind = output pin

[placement]
place_hpwl_mm = 20.7
place_congestion = 0.832
dpl_cell_area_sq_um = 12600
port_buffers = 408
-- power breakdown --
part / total (uW) / switching, uW / leakage [uW] / internal (uW)
Sequential: 8100 / 218 / 0.00175 / 7880
Clock: 7380 / 3100 / 0.000354 / 4290
Combinational: 2420 / 855 / 0.00374 / 1560
-- flip-flops by register name, indices dropped and copies added (netlist names) --
signal / count
DM_OUT_W: 32
EXT_OUT_W: 32
A3_W: 5
WE_W: 1
Tnew_W: 2
INSTR_W: 32
WD_SEL_W: 3
PC_W: 32
MUDI_OUT_W: 32
ALU_OUT_W: 32
-- cell usage in the layout (no fill, tap or decap), drive strengths merged --
cell type and count:
buf 263, clkdlybuf4s50 203, dfxtp 203, mux2i 201
nor2 201, clkbuf 32, clkinv 5, nand2b 2
a21oi 2, nand3b 1, nand3 1
-- repair_timing --
item,4_1_cts,5_1_grt
endpoints found under the setup margin,203,203
setup buffers,5,6
resized,895,9
endpoints found under the hold margin,0,0
-- worst register-to-register path: stages (launching register included) --
cell and delay, ps:
dfxtp_2 310, buf_4 120, buf_4 120, mux2i_1 120, nor2_1 60
-- per-layer routing --
metal / share of wire / vias up / track usage
met2: 0.46 / 265 / 0.104
met4: 0.021 / 0 / 0.0120
met1: 0.41 / 2760 / 0.0770
met3: 0.11 / 32 / 0.0291
met5: 0 / - / 0
li1: - / 3065 / -
-- cell type report --
| type | instances | area share |
|---|---|---|
| Multi-Input combinational cell | 408 | 0.219 |
| Clock buffer | 32 | 0.0534 |
| Tap cell | 931 | 0.0912 |
| Timing Repair Buffer | 466 | 0.295 |
| Sequential cell | 203 | 0.338 |
| Clock inverter | 5 | 0.00225 |
-- metrics by stage --
step / std cells / TNS (ps) / setup slack, ps / utilization / hold WS [ps]
2_1_floorplan: 657 / 0 / 83.4 / - / 367
3_3_place_gp: 1997 / -656 / -92.0 / 0.184 / 457
3_5_place_dp: 1997 / -2730 / -73.0 / 0.184 / 460
4_1_cts: 2039 / -26540 / -179 / 0.185 / 2.17
5_1_grt: 2045 / -27110 / -178 / 0.186 / 22.4
6_report: 2045 / -14710 / -114 / 0.186 / 45.5
-- cell families (layout without fill, tap and decap cells) --
| logic type | count (synthesis) | after routing | share of synthesized area |
|---|---|---|---|
| simple gates | 205 | 205 | 0.108 |
| buf+inv | 46 | 503 | 0.0510 |
| flops | 203 | 203 | 0.562 |
| compound gates | 2 | 2 | 0.00138 |
| mux | 201 | 201 | 0.278 |
-- worst max path at each step --
| stage | startpoint | endpoint | slack, ps | cells past startpoint |
|---|---|---|---|---|
| 5_1_grt | EXT_OUT_W[15] | EXT_OUT_W[15] | -180 | 1 |
| 6_report | EXT_OUT_W[15] | EXT_OUT_W[15] | -110 | 1 |
| 4_1_cts | EXT_OUT_W[15] | EXT_OUT_W[15] | -180 | 1 |
No activity file was given, so power comes from the tool's default toggle rates.
